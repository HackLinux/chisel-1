## flow/design.v

```verilog
module UartRx(input clk, input reset,
    input [1:0] io_config_dataType,
    input  io_config_stopType,
    input [1:0] io_config_parityType,
    input [19:0] io_config_clockDivider,
    input  io_rx,
    output io_data_valid,
    output[7:0] io_data_bits_data,
    output io_data_bits_error
);
  wire T0;
  wire T1;
  wire T2;
  reg[0:0] sSum;
  wire T3;
  wire T4;
  wire sEvNewBit;
  wire T5;
  reg[19:0] sCounter;
  wire[19:0] T6;
  wire[19:0] T7;
  wire[19:0] T8;
  wire[19:0] T9;
  wire[18:0] T10;
  wire sEvStart;
  wire T11;
  wire T12;
  reg[0:0] sRx;
  reg[0:0] sRxBuffer;
  wire T13;
  reg[2:0] sState;
  wire T14;
  wire T15;
  wire T16;
  wire T17;
  wire T18;
  wire T19;
  reg[3:0] sBitIdx;
  wire T20;
  wire T21;
  wire T22;
  wire T23;
  wire T24;
  wire T25;
  wire T26;
  wire T27;
  wire T28;
  wire T29;
  wire T30;
  wire T31;
  wire T32;
  wire T33;
  wire[3:0] T34;
  wire[3:0] T35;
  wire[3:0] T36;
  wire[3:0] T37;
  wire T38;
  wire T39;
  wire T40;
  wire T41;
  wire T42;
  wire T43;
  wire T44;
  wire T45;
  wire T46;
  wire T47;
  wire T48;
  wire T49;
  wire T50;
  wire T51;
  wire T52;
  wire T53;
  wire T54;
  wire[2:0] T55;
  wire[2:0] T56;
  wire[2:0] T57;
  wire[2:0] T58;
  wire[2:0] T59;
  wire[2:0] T60;
  wire[2:0] T61;
  wire T62;
  wire T63;
  wire T64;
  wire T65;
  wire T66;
  wire T67;
  wire T68;
  wire T69;
  wire T70;
  wire T71;
  reg[7:0] soData;
  wire[7:0] T72;
  wire[15:0] T73;
  wire[15:0] T74;
  wire[15:0] T75;
  wire[15:0] T76;
  wire[15:0] T77;
  wire[15:0] T78;
  wire[15:0] T79;
  wire[15:0] T80;
  wire T81;
  assign io_data_bits_error = T0;
  assign T0 = T44 ? 1'h1 : T1;
  assign T1 = T70 ? T2 : 1'h0;
  assign T2 = sSum == 1'h0;
  assign T3 = T63 | T4;
  assign T4 = T62 & sEvNewBit;
  assign sEvNewBit = T5;
  assign T5 = sCounter == 20'h0;
  assign T6 = T5 ? io_config_clockDivider : T7;
  assign T7 = sEvStart ? T9 : T8;
  assign T8 = sCounter - 20'h1;
  assign T9 = {1'h0, T10};
  assign T10 = io_config_clockDivider >> 1'h1;
  assign sEvStart = T11;
  assign T11 = T13 & T12;
  assign T12 = sRx == 1'h0;
  assign T13 = 3'h0 == sState;
  assign T14 = T43 | T15;
  assign T15 = T41 & T16;
  assign T16 = T38 | T17;
  assign T17 = T19 & T18;
  assign T18 = io_config_stopType == 1'h1;
  assign T19 = sBitIdx == 4'h1;
  assign T20 = T21 | T4;
  assign T21 = T28 | T22;
  assign T22 = T24 & T23;
  assign T23 = io_config_parityType == 2'h0;
  assign T24 = T26 & T25;
  assign T25 = sBitIdx == 4'h7;
  assign T26 = T27 & sEvNewBit;
  assign T27 = 3'h2 == sState;
  assign T28 = sEvNewBit | T29;
  assign T29 = T31 & T30;
  assign T30 = sRx == 1'h0;
  assign T31 = T33 & T32;
  assign T32 = sEvNewBit == 1'h1;
  assign T33 = 3'h1 == sState;
  assign T34 = T4 ? 4'h0 : T35;
  assign T35 = T22 ? 4'h0 : T36;
  assign T36 = T29 ? 4'h0 : T37;
  assign T37 = sBitIdx + 4'h1;
  assign T38 = T40 & T39;
  assign T39 = io_config_stopType == 1'h0;
  assign T40 = sBitIdx == 4'h0;
  assign T41 = T42 & sEvNewBit;
  assign T42 = 3'h4 == sState;
  assign T43 = T46 | T44;
  assign T44 = T41 & T45;
  assign T45 = sRx == 1'h0;
  assign T46 = T47 | T4;
  assign T47 = T50 | T48;
  assign T48 = T24 & T49;
  assign T49 = T23 == 1'h0;
  assign T50 = T51 | T22;
  assign T51 = T54 | T52;
  assign T52 = T31 & T53;
  assign T53 = T30 == 1'h0;
  assign T54 = T11 | T29;
  assign T55 = T15 ? 3'h0 : T56;
  assign T56 = T44 ? 3'h0 : T57;
  assign T57 = T4 ? 3'h4 : T58;
  assign T58 = T48 ? 3'h3 : T59;
  assign T59 = T22 ? 3'h4 : T60;
  assign T60 = T52 ? 3'h0 : T61;
  assign T61 = T29 ? 3'h2 : 3'h1;
  assign T62 = 3'h3 == sState;
  assign T63 = T31 | T26;
  assign T64 = T4 ? T69 : T65;
  assign T65 = T26 ? T68 : T66;
  assign T66 = T67;
  assign T67 = io_config_parityType == 2'h2;
  assign T68 = sSum ^ sRx;
  assign T69 = sSum ^ sRx;
  assign T70 = T42 & T71;
  assign T71 = io_config_parityType != 2'h0;
  assign io_data_bits_data = soData;
  assign T72 = T73[3'h7:1'h0];
  assign T73 = T26 ? T75 : T74;
  assign T74 = {8'h0, soData};
  assign T75 = T77 | T76;
  assign T76 = sRx << sBitIdx;
  assign T77 = T80 & T78;
  assign T78 = ~ T79;
  assign T79 = 1'h1 << sBitIdx;
  assign T80 = {8'h0, soData};
  assign io_data_valid = T81;
  assign T81 = T15 ? 1'h1 : T44;
  always @(posedge clk) begin
    if(T3) begin
      sSum <= T64;
    end
    sCounter <= T6;
    sRx <= reset ? 1'h1 : sRxBuffer;
    sRxBuffer <= reset ? 1'h1 : io_rx;
    if(reset) begin
      sState <= 3'h0;
    end else if(T14) begin
      sState <= T55;
    end
    if(T20) begin
      sBitIdx <= T34;
    end
    soData <= T72;
  end
endmodule
```

## flow/config.mk

```make
export PLATFORM = sky130hd
export DESIGN_NAME = UartRx
export DESIGN_NICKNAME = UartRx
export VERILOG_FILES = /design/flow/design.v
export SDC_FILE = /design/flow/constraint.sdc
export NUM_CORES = 4
export LEC_CHECK = 1
export CORE_UTILIZATION = 50
```

## flow/run.sh

```bash
#!/bin/bash
# OpenROAD 26Q1-2900-gdf79404cd8, Yosys 0.63+post, stock flow scripts
make -C /OpenROAD-flow-scripts/flow DESIGN_CONFIG=/design/flow/config.mk WORK_HOME=/design/flow/orfs finish
```

## flow/constraint.sdc

```tcl
current_design UartRx

set clk_period 11.6
set clk_io_pct 0.2

create_clock -name clk0 -period $clk_period [get_ports {clk}]

set non_clock_inputs [all_inputs -no_clocks]
set_input_delay [expr $clk_period * $clk_io_pct] -clock clk0 $non_clock_inputs
set_output_delay [expr $clk_period * $clk_io_pct] -clock clk0 [all_outputs]
```

==> Implementation_results.wiki <==
== Flow metrics ==
{| class="wikitable"
! Metric !! Value
|-
| Status || completed
|-
| Worst endpoint data arrival time || 3.99 ns
|-
| CP required || 9.28 ns
|-
| Port Buf Inserts || 35
|-
| Number of remaining DRC errors || 0
|-
| Number of placed instances with taps included || 340
|-
| Count of endpoints failing hold in the final timing report || 0
|-
| Number of resized instances in the post-cts repair step || 0
|-
| Maximum number of pins on one net before global-route repair || 38
|-
| Cell at the root of the clock tree || clkbuf_8
|-
| Die H || 69.8 µm
|-
| Design area || 2740 µm²
|-
| Power per cell area || 137 nW/µm²
|-
| CTS buffer count || 5
|-
| Count of mapped cells out of synthesis || 263
|-
| Row count || 24
|-
| Post-synth top flop || dfxtp_1
|-
| Post-route core utilization || 62.4%
|-
| Netlist area before placement || 2300 µm²
|-
| Setup TNS || 0 ns
|-
| Placed cell area || 2660 µm²
|-
| Die ar. || 4870 µm²
|-
| Post-CTS Hold Fix Bufs || 0
|-
| Placed wire-length estimate after detailed placement || 3.15 mm
|-
| Family with the most delay on the worst path || buffers and inverters
|-
| Post-synthesis cell type with the largest combined area || dfxtp_1
|-
| Final clock period utilization by the worst path || 54.4%
|-
| Largest cells by area after synthesis || dfxtp_1, edfxtp_1, nor2_1, o21ai_0, nand2_1
|-
| Fraction of final layout cells sized beyond drive strength 1 || 5.74%
|-
| Bufs and invs on worst path || 2
|-
| Most frequent cells in the layout || clkdlybuf4s50_1, nor2_1, nand2_1, dfxtp_1, o21ai_0
|-
| Initial antenna violation count || 0
|-
| Worst setup slack before clock tree synthesis || 5.30 ns
|-
| Register share after synthesis || 40.5%
|-
| Number of warnings the tools reported || 33
|-
| Final cell count without fillers || 348
|-
| Final Max Slew Viols || 0
|-
| Largest stage delay, worst path || 0.46 ns
|-
| CTS tree || done
|-
| Avg WL per Cell || 13.0 µm
|-
| Init Core Util || 52.4%
|-
| Boundary Pins || 38
|-
| Min Clock Period, post-route || 6.31 ns
|-
| Vias per inst || 5.48
|-
| Static power due to leakage || 1.01 nW
|-
| Die width || 69.8 µm
|-
| Overflow after GRT || 0
|-
| FMAX || 0.158 GHz
|-
| Pre-antenna DRT Iters || 5
|-
| Initial DRC count || 112
|-
| Synthesis-to-layout area growth || 19.1%
|-
| VDD IR max || 98.6 µV
|-
| Gr usage total || 19.5%
|-
| Share of flip-flops with an asynchronous set or reset after synthesis || 0%
|-
| Syn avg cell area || 8.73 µm²
|-
| RSZ-0062 raised after global routing || no
|-
| Critical Path Source Type || input port
|-
| Latency at later pin || 0.29 ns
|-
| Worst setup margin || 5.29 ns
|-
| Max Buffers Root-to-Sink || 2
|-
| Warnings, synthesis || 1
|-
| Detailed-route via count || 1908
|-
| Core box area || 4380 µm²
|-
| Routed WL || 4.54 mm
|-
| Master of the slowest instance on the critical path || clkdlybuf4s50_1
|-
| Highest-count logic cell in the final layout || clkdlybuf4s50_1
|-
| Count of different cell masters after synthesis || 47
|-
| Slew margin rel. || 51.9%
|-
| Max-cap check violation count || 0
|-
| Maximum clock skew at final layout || 0.00681 ns
|-
| Number of cell instances after yosys synthesis || 263
|-
| EDFF count, synth || 13
|-
| Total of endpoints with negative setup slack in the final report || 0
|-
| Chip area estimate from yosys synthesis || 2300 µm²
|-
| CP Cell Sequence || clkdlybuf4s50_1 -> mux2_2 -> and3_1 -> nor2_1 -> nor2_1 -> clkdlybuf4s50_1
|-
| Post-detailed-route count of antenna-violating nets || 0
|-
| Largest type area fraction || 23.5%
|-
| Antenna Diode Count || 0
|-
| Slew @ Worst Pin || 0.719 ns
|-
| Maximum fanout encountered on the critical timing path || 4
|-
| Number of synthesized register bits || 40
|-
| Buffer count from post-CTS setup fixing || 0
|-
| Critical path capture point type || output port
|-
| Global-route wire length before repair || 7.59 mm
|-
| Path type of the worst min-delay path || reg -> reg
|-
| Overall power consumption || 0.374 mW
|-
| RePlAce Congestion || 0.879
|-
| Num Clock Sinks || 40
|-
| Via count of the first global-routing pass || 1723
|-
| Crit path kind || in -> out
|-
| Clock-pin slew on the worst setup and hold paths || 0.07 ns
|-
| Number of H-tree levels || 2
|-
| Post-Route Hold Slack || 0.411 ns
|}
[cell families (layout without fill, tap and decap cells)]
kind of cell,count (synthesis),count (layout),synth area share (%)
compound gates,63,63,16.8
xor+xnor,13,13,4.96
fa+ha+maj,8,8,4.36
buf+inv,22,55,5.29
flops,40,40,40.5
mux,6,6,2.67
simple gates,111,111,25.4
[final timing paths]
path	start	to	slack (ns)	depth (start not counted)
worst min register to register	sRxBuffer$_SDFF_PP1_	sRx$_SDFF_PP1_	0.41	1
worst max-delay path	io_config_stopType	io_data_valid	5.29	6
worst max register to register	sCounter[0]$_DFF_P_	soData[3]$_DFFE_PP_	8.99	7
worst min-delay path	sRxBuffer$_SDFF_PP1_	sRx$_SDFF_PP1_	0.41	1
[report_power, final]
part / internal, mW / leakage, nW / switching [mW]
logic: 0.0470 / 0.632 / 0.0413
registers: 0.168 / 0.342 / 0.0299
clock network: 0.0419 / 0.0399 / 0.0455
total: 0.257 / 1.01 / 0.117
[state kept, by name, indices dropped and copies added (netlist names)]
signal and count:
soData 8, sCounter 20, sSum 1, sRx 1
sRxBuffer 1, sBitIdx 4, sState 5
[per-layer routing]
layer	routed length, µm	vias to the layer above	part of all wire (%)	global-route usage [%]
li1	-	1006	-	-
met1	2440	861	54	33.4
met2	1880	36	42	28.3
met3	169	5	3.7	2.80
met4	44	0	0.97	2.22
met5	0	-	0	0
[area by class of cell]
class	instances	area, µm²
Fill cell	399	1650
Multi-Input combinational cell	201	1240
Sequential cell	40	931
Timing Repair Buffer	37	365
Clock buffer	7	76.3
Tap cell	52	65.1
Inverter	10	50.0
Clock inverter	1	3.75
[cell usage after synthesis (all sizes together) (2+ instances only)]
master  number
nor2        34
nand2       28
dfxtp       27
o21ai       25
a21oi       16
edfxtp      13
inv          9
nand3        9
ha           8
xnor2        8
buf          6
clkbuf       6
nor3         6
mux2i        5
or3          5
xor2         5
a22o         4
nand4        4
nor4         4
or4          4
a211oi       3
a21o         3
and3         3
nor2b        3
nor3b        3
o31ai        3
a32o         2
and2         2
o211ai       2
or2          2
Power is estimated from default activity; no workload was simulated.
