--- flow/config.mk ---
export PLATFORM = sky130hd
export DESIGN_NAME = UartTx
export DESIGN_NICKNAME = UartTx
export VERILOG_FILES = /design/flow/design.v
export SDC_FILE = /design/flow/constraint.sdc
export NUM_CORES = 4
export LEC_CHECK = 1
export CORE_UTILIZATION = 40
--- flow/constraint.sdc ---
current_design UartTx

set clk_period 5.1
set clk_io_pct 0.2

create_clock -name clk0 -period $clk_period [get_ports {clk}]

set non_clock_inputs [all_inputs -no_clocks]
set_input_delay [expr $clk_period * $clk_io_pct] -clock clk0 $non_clock_inputs
set_output_delay [expr $clk_period * $clk_io_pct] -clock clk0 [all_outputs]
--- flow/design.v ---
module UartTx(input clk, input reset,
    input [1:0] io_config_dataType,
    input  io_config_stopType,
    input [1:0] io_config_parityType,
    input [19:0] io_config_clockDivider,
    output io_data_ready,
    input  io_data_valid,
    input [8:0] io_data_bits,
    output io_tx
);
  reg[0:0] tx;
  wire T0;
  wire T1;
  wire T2;
  wire T3;
  wire T4;
  wire T5;
  wire T6;
  reg[2:0] sState;
  wire[2:0] T7;
  wire[2:0] T8;
  wire[2:0] T9;
  wire[2:0] T10;
  wire[2:0] T11;
  wire[2:0] T12;
  wire[2:0] T13;
  wire T14;
  wire T15;
  wire T16;
  wire sEvNewBit;
  wire T17;
  reg[19:0] sCounter;
  wire[19:0] T18;
  wire[19:0] T19;
  wire[19:0] T20;
  wire sEvStart;
  wire T21;
  wire lockingForJob;
  wire T22;
  wire T23;
  wire T24;
  wire T25;
  wire[11:0] T26;
  wire[11:0] stopBitCount;
  wire[11:0] T27;
  wire[1:0] T28;
  wire T29;
  wire[11:0] T30;
  reg[3:0] sBitIdx;
  wire[3:0] T31;
  wire[3:0] T32;
  wire[3:0] T33;
  wire[3:0] T34;
  wire[3:0] T35;
  wire T36;
  wire T37;
  wire[3:0] T38;
  wire[3:0] dataBitCount;
  wire[3:0] T39;
  wire[3:0] T40;
  wire[3:0] T41;
  wire T42;
  wire T43;
  wire T44;
  wire T45;
  wire T46;
  wire T47;
  wire T48;
  wire[3:0] T49;
  wire T50;
  wire T51;
  wire T52;
  wire T53;
  wire T54;
  wire T55;
  wire T56;
  wire T57;
  wire T58;
  wire T59;
  wire T60;
  wire T61;
  wire T62;
  reg[0:0] sSum;
  wire T63;
  wire T64;
  wire T65;
  wire T66;
  wire T67;
  wire T68;
  wire T69;
  assign io_tx = tx;
  assign T0 = reset ? 1'h1 : T1;
  assign T1 = T69 ? 1'h1 : T2;
  assign T2 = T68 ? sSum : T3;
  assign T3 = T62 ? T61 : T4;
  assign T4 = T60 ? 1'h0 : T5;
  assign T5 = T6 ? 1'h1 : tx;
  assign T6 = 3'h0 == sState;
  assign T7 = reset ? 3'h0 : T8;
  assign T8 = T21 ? 3'h1 : T9;
  assign T9 = T23 ? 3'h0 : T10;
  assign T10 = T58 ? 3'h4 : T11;
  assign T11 = T56 ? 3'h3 : T12;
  assign T12 = T54 ? 3'h4 : T13;
  assign T13 = T14 ? 3'h2 : sState;
  assign T14 = T16 & T15;
  assign T15 = 3'h1 == sState;
  assign T16 = sEvNewBit == 1'h1;
  assign sEvNewBit = T17;
  assign T17 = sCounter == 20'h0;
  assign T18 = T17 ? io_config_clockDivider : T19;
  assign T19 = sEvStart ? io_config_clockDivider : T20;
  assign T20 = sCounter - 20'h1;
  assign sEvStart = T21;
  assign T21 = lockingForJob & io_data_valid;
  assign lockingForJob = T22;
  assign T22 = T53 ? 1'h1 : T23;
  assign T23 = T51 & T24;
  assign T24 = T25 == 1'h0;
  assign T25 = T30 != T26;
  assign T26 = stopBitCount - 12'h1;
  assign stopBitCount = T27;
  assign T27 = {10'h0, T28};
  assign T28 = T29 ? 2'h2 : 2'h1;
  assign T29 = 1'h1 == io_config_stopType;
  assign T30 = {8'h0, sBitIdx};
  assign T31 = T50 ? T49 : T32;
  assign T32 = T47 ? 4'h0 : T33;
  assign T33 = T36 ? T35 : T34;
  assign T34 = T14 ? 4'h0 : sBitIdx;
  assign T35 = sBitIdx + 4'h1;
  assign T36 = T45 & T37;
  assign T37 = sBitIdx != T38;
  assign T38 = dataBitCount - 4'h1;
  assign dataBitCount = T39;
  assign T39 = T44 ? 4'h9 : T40;
  assign T40 = T43 ? 4'h8 : T41;
  assign T41 = T42 ? 4'h7 : 4'h8;
  assign T42 = 2'h0 == io_config_dataType;
  assign T43 = 2'h1 == io_config_dataType;
  assign T44 = 2'h2 == io_config_dataType;
  assign T45 = T16 & T46;
  assign T46 = 3'h2 == sState;
  assign T47 = T45 & T48;
  assign T48 = T37 == 1'h0;
  assign T49 = sBitIdx + 4'h1;
  assign T50 = T51 & T25;
  assign T51 = T16 & T52;
  assign T52 = 3'h4 == sState;
  assign T53 = sState == 3'h0;
  assign T54 = T47 & T55;
  assign T55 = io_config_parityType == 2'h0;
  assign T56 = T47 & T57;
  assign T57 = T55 == 1'h0;
  assign T58 = T16 & T59;
  assign T59 = 3'h3 == sState;
  assign T60 = 3'h1 == sState;
  assign T61 = io_data_bits[sBitIdx];
  assign T62 = 3'h2 == sState;
  assign T63 = T45 ? T66 : T64;
  assign T64 = T14 ? T65 : sSum;
  assign T65 = io_config_parityType == 2'h2;
  assign T66 = sSum ^ T67;
  assign T67 = io_data_bits[sBitIdx];
  assign T68 = 3'h3 == sState;
  assign T69 = 3'h4 == sState;
  assign io_data_ready = T23;
  always @(posedge clk) begin
    if(reset) begin
      tx <= 1'h1;
    end else if(T69) begin
      tx <= 1'h1;
    end else if(T68) begin
      tx <= sSum;
    end else if(T62) begin
      tx <= T61;
    end else if(T60) begin
      tx <= 1'h0;
    end else if(T6) begin
      tx <= 1'h1;
    end
    if(reset) begin
      sState <= 3'h0;
    end else if(T21) begin
      sState <= 3'h1;
    end else if(T23) begin
      sState <= 3'h0;
    end else if(T58) begin
      sState <= 3'h4;
    end else if(T56) begin
      sState <= 3'h3;
    end else if(T54) begin
      sState <= 3'h4;
    end else if(T14) begin
      sState <= 3'h2;
    end
    if(T17) begin
      sCounter <= io_config_clockDivider;
    end else if(sEvStart) begin
      sCounter <= io_config_clockDivider;
    end else begin
      sCounter <= T20;
    end
    if(T50) begin
      sBitIdx <= T49;
    end else if(T47) begin
      sBitIdx <= 4'h0;
    end else if(T36) begin
      sBitIdx <= T35;
    end else if(T14) begin
      sBitIdx <= 4'h0;
    end
    if(T45) begin
      sSum <= T66;
    end else if(T14) begin
      sSum <= T65;
    end
  end
endmodule
--- flow/run.sh ---
#!/bin/bash
# OpenROAD 26Q1-2900-gdf79404cd8, Yosys 0.63+post, stock flow scripts
make -C /OpenROAD-flow-scripts/flow DESIGN_CONFIG=/design/flow/config.mk WORK_HOME=/design/flow/orfs finish
==> run_results.csv <==
group,metric,value,unit
floorplanning,fp.dieH,66.99,um
job,warning_count,26,
sta,layout_min_cycle_time,3586,ps
layout,drive_gt1_share,5.761,%
logic_synthesis,synth_warnings,1,
worst_setup_path,cpPeakStageDelay,520,ps
placed_design,place_inst,285,
detailed_routing,ant_nets,0,
clock_tree,clockRootBuffer,"clkbuf_8",
logic_synthesis,numSynthFlops,31,
placed_design,gp_congestion,0.7662,
hold_path,worstHoldStart,"sCounter[0]$_DFF_P_",
clock_tree,clock_latency,280,ps
sta,drv_slew,0,
floorplanning,die-area,0.004487,mm2
clock_tree,cts_tree,"yes",
global_routing,top_usage_layer,"met2",
logic_synthesis,ys_types,41,
detailed_routing,wl_per_cell,10.96,um
sta,period_used_share,70.31,%
logic_synthesis,area_leaders,"dfxtp_1 (31%), edfxtp_1 (8.9%), o21ai_0 (7.7%)",
global_routing,grt_use_met3,4.514,%
worst_setup_path,cp_max_fo,4,
clock_tree,clock-sinks,31,
hold_path,min_to,"sCounter[0]$_DFF_P_",
worst_setup_path,cpMaxStageDelayCell,"clkdlybuf4s50_1",
layout,instances_no_fill,293,
logic_synthesis,syn_avg_cell_area,8.160,um2
pwr,ir_drop,0.0002058,V
worst_setup_path,crit_path_end_kind,"primary output",
detailed_routing,wirelength,3211,um
logic_synthesis,synth_area,0.001689,mm2
clock_tree,ctsHoldBuffers,0,
global_routing,grt_max_degree,41,
layout,final_core_util,54.25,%
worst_setup_path,ff2ff_setup_slack,3030,ps
sta,finalSetupViolCount,0,
global_routing,use_met2,27.02,%
layout,logic_area,954.7,um2
status,status,"finished, final reports clean",
global_routing,grt_pass1_vias,1361,
worst_setup_path,startpoint_type,"input port",
worst_setup_path,r2r_cells,7,
hold_path,min_delay_path_depth,1,
clock_tree,cts_setup_buffers,0,
global_routing,grt_first_pass_wirelength,5630,um
worst_setup_path,crit_buf_inv,2,
logic_synthesis,synth_area_leader_cell,"dfxtp_1",
clock_tree,cts_resized,0,
hold_path,worstHoldPathType,"flop to flop",
logic_synthesis,synthCells,207,
clock_tree,numCtsBuffers,5,
layout,fillers,384,
clock_tree,cts_buffer_depth,2,
pwr,p_per_area,316.1,mW/mm2
logic_synthesis,postSynthSeqShare,39.70,%
worst_setup_path,r2r-end,"sCounter[4]$_DFF_P_",
placed_design,dp_hpwl,2290,um
global_routing,grt_overflow_total,0,
floorplanning,initCoreUtil,41.93,%
detailed_routing,num_vias,1452,
sta,fmax,278.9,MHz
floorplanning,io_pins,39,
floorplanning,die_x,66.99,um
sta,rsz0062_at_grt,"false",
detailed_routing,firstDrtPassIters,4,
worst_setup_path,crit_required,4080,ps
detailed_routing,viasPerCell,4.956,
global_routing,grt_usage,16.69,%
placed_design,portBuffers,38,
job,cap_violations,0,
sta,final.setup.tns,0,ps
pwr,p_leak,0.7878,nW
worst_setup_path,r2r-start,"sCounter[6]$_DFF_P_",
floorplanning,core_area,0.004029,mm2
global_routing,antenna_found_initial,0,
detailed_routing,drtIter0Drc,65,
sta,relSlewSlack,69.14,%
floorplanning,rows,23,
worst_setup_path,worstPathCellList,"clkdlybuf4s50_1, xor2_1, nor2_1, nand3_1, nor2_1, clkdlybuf4s50_1",
clock_tree,clk_transition_reported_paths,60,ps
worst_setup_path,cp.arrival,2570,ps
sta,fin_skew,7.453,ps
detailed_routing,antennaDiodeCount,0,
worst_setup_path,crit_family,"buffers and inverters",
clock_tree,h-tree-depth,2,
layout,seqCellArea,670.6,um2
global_routing,grt.met1_usage,23.10,%
logic_synthesis,ys_area,0.001689,mm2
layout,area_growth,29.41,%
logic_synthesis,ys_cells,207,
detailed_routing,route.detailed.drc,0,
sta,tightest_slew,457.0,ps
logic_synthesis,top_area_share,30.81,%
sta,hold_viol,0,
worst_setup_path,critical_path_class,"input port to primary output",
[registers in the layout, summed over array words and instances (netlist names)]
signal,flops
sBitIdx,4
sState,5
tx,1
sCounter,20
sSum,1
[worst reg2reg max path, delay by kind of cell (launching register included)]
family	cells	cell delay, ps
AOI/OAI and AO/OA	2	250
buffers and inverters	1	310
and+or+nand+nor	4	1090
DFF	1	330
[power by group]
| part | total [mW] | internal (mW) | leakage, nW | switching, mW |
|---|---|---|---|---|
| Clock | 0.196 | 0.109 | 0.0482 | 0.0869 |
| Sequential | 0.336 | 0.295 | 0.268 | 0.0414 |
| Combinational | 0.159 | 0.0900 | 0.471 | 0.0693 |
[layout make-up]
type,instances,share of cell area (%)
clock inverters,1,0.2290
repair buffers,39,17.74
inverters,5,0.8586
multi-input cells,160,43.67
clock buffers,7,3.950
well taps,50,2.862
flip-flops and latches,31,30.68
[how the worst max path moves through the flow]
stage | endpoint | from | cells past startpoint
after global routing | io_data_ready | io_config_stopType | 6
after CTS | io_data_ready | io_config_stopType | 6
final | io_data_ready | io_config_stopType | 6
[placed cells by master, fill, tap and decap left out, types with 4 or more instances in the layout]
master and n:
edfxtp_1 5, xor2_1 9, clkdlybuf4s50_1 38, clkbuf_8 6
nor3_1 4, dfxtp_1 26, nand2_1 32, nor2_1 23
nand3_1 4, inv_1 5, o21ai_0 26, nor2b_1 5
a21oi_1 9, nor4_1 4, xnor2_1 12
[cells by family after synthesis]
family / count (synthesis) / share of synthesized area [%]
buffers and inverters: 16 / 3.778
muxes: 2 / 1.926
DFF: 31 / 39.70
xor gates and xnor gates: 21 / 10.89
adders and majority gates: 3 / 2.222
and+or+nand+nor: 87 / 25.85
AOI/OAI and AO/OA: 47 / 15.63
[per-stage QoR]
step                      setup WS [ps]  cell area [um2]  power (mW)  hold slack [ps]
after floorplan                    2650             1689      0.4465            449.9
after global placement             1541             2095      0.5004            480.1
after detailed placement           1537             2095      0.5005            480.4
after CTS                          1525             2186      0.6988            490.6
after global routing               1390             2186      0.7391            542.0
final                              1514             2186      0.6910            502.3
[cells in the mapped netlist]
cell      number
nor4_1         4
nand3b_1       1
or3_1          1
clkbuf_1       7
nand4_1        1
buf_2          3
mux2i_1        1
xnor2_1       12
or2_2          1
nand3_1        4
edfxtp_1       5
dfxtp_1       26
and3_1         1
xor2_1         9
or3b_2         1
or3_4          1
nor4_4         1
mux4_2         1
nand3_2        1
nor4bb_1       1
a21oi_1        9
and2b_1        1
o31ai_1        3
and2_0         1
buf_1          1
nand2b_1       1
o311ai_0       1
o41ai_1        1
a21o_1         2
and4b_1        1
nor2_1        23
inv_1          5
or4b_1         1
a31oi_1        1
o21ai_0       26
nor2b_1        5
nand2_1       32
nor3_1         4
a211oi_1       2
ha_1           3
o22ai_1        2
[metal layers]
metal	vias to the layer above	routed length [um]
li1	780	-
met1	636	1538
met2	32	1417
met3	4	218
met4	0	37
met5	-	0
Power is estimated from default activity; no workload was simulated.
